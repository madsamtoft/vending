### ./run.sh
#!/bin/bash
# OpenROAD 26Q1-2900-gdf79404cd8, Yosys 0.63+post, stock flow scripts
make -C /OpenROAD-flow-scripts/flow DESIGN_CONFIG=/design/flow/config.mk WORK_HOME=/design/flow/orfs finish
### ./config.mk
export PLATFORM = sky130hd
export DESIGN_NAME = problem1
export DESIGN_NICKNAME = problem1
export VERILOG_FILES = /design/flow/design.v
export SDC_FILE = /design/flow/constraint.sdc
export NUM_CORES = 4
export LEC_CHECK = 1
export CORE_UTILIZATION = 30
### ./constraint.sdc
current_design problem1

set clk_period 12.8
set clk_io_pct 0.2

create_clock -name clk0 -period $clk_period [get_ports {clock}]

set non_clock_inputs [all_inputs -no_clocks]
set_input_delay [expr $clk_period * $clk_io_pct] -clock clk0 $non_clock_inputs
set_output_delay [expr $clk_period * $clk_io_pct] -clock clk0 [all_outputs]
### ./design.v
module problem1(
  input         clock,
  input         reset,
  input  [27:0] io_sample,
  input         io_clr,
  output [23:0] io_average,
  output        io_valid
);
  reg [27:0] sum;  
  reg [3:0] cnt;  
  wire [27:0] _sum_T_1 = io_sample + sum;  
  wire [3:0] _cnt_T_1 = cnt + 4'h1;  
  assign io_average = sum[27:4];  
  assign io_valid = cnt == 4'h0;  
  always @(posedge clock) begin
    if (reset) begin  
      sum <= 28'h0;  
    end else if (io_valid) begin  
      sum <= io_sample;
    end else begin
      sum <= _sum_T_1;
    end
    if (reset) begin  
      cnt <= 4'h0;  
    end else if (~io_clr) begin  
      cnt <= _cnt_T_1;  
    end else if (io_clr) begin  
      cnt <= 4'h0;  
    end
  end
endmodule
==> flow_summary.toml <==
# generated from flow reports
[sta]
rsz0062_at_grt = "no"
tightest_slew_ns = 0.5133
min_period_ns = 5.214
slew_headroom_pct = 64.89
finalHoldViolCount = 0
fin_setup_tns_ns = 0
finalCritPeriodShare_pct = 40.74
setup_slack_ns = 7.586
final-setup-viol-count = 0
clock-skew-final_ns = 0.003752
slew_viol_final = 0
fmax_mhz = 191.8

[cells_and_area]
syn2layout_area_growth_pct = 19.52
drive_above_1_share_pct = 4.416

[synthesis]
ys_ff = 32
synth.yosys.seq_area_share_pct = 22.56
syn_area_mm2 = 0.002840
synthDistinctLibCells = 56
yosys_area_mm2 = 0.002840
ys.flop_type = "dfxtp_1"
yosysWarnings = 1
top_area_share_pct = 22.56
ys_cells = 359
synth_cells = 359
syn-mean-instance-area_um2 = 7.911
synthArstFlopShare_pct = 0
synth-edff-count = 0
top_cells_by_area = "dfxtp_1 23%, ha_1 13%, a21oi_1 7.2%"
yosys.area.top_type = "dfxtp_1"

[cts]
clock_latency_ns = 0.28
ctsLongestPathBuffers = 2
cts_buffers = 5
post_cts_buffers = 0
cts_tree = "done"
ctsHoldBuffers = 0
cts_root_buffer = "clkbuf_8"
htree_levels = 2
cts.sinks = 32
cts.clk_slew.worst_paths_ns = 0.07
post_cts_resized = 0

[die]
dieArea_mm2 = 0.009860
rows = 35
die_h_um = 99.30
die_w_um = 99.30
fp_util_pct = 30.88
num_io_pins = 56
core_mm2 = 0.009196

[run]
warnings = 26
cap_viol_max_count = 0

[routing]
wl_met1_um = 3544
top_layer_used = "met4"
wire_per_inst_um = 13.93
route.met2.wl_um = 2947
dr_wl_met3_um = 285
drt_iter0_drc = 159
routed_wl_um = 6909
vias = 2586
viasPerCell = 5.214
dr.pass1.iters = 4
drcViolationCount = 0
detail-route-antenna-nets = 0
antenna_cells = 0

[power_and_ir_drop]
cellLeakagePower_nw = 1.405
p_per_area_mw_per_mm2 = 100.8
peakVddDrop_uv = 36.01

[grt]
grt_antenna_before_repair = 0
grt_max_degree = 34
grt_pass1_wl_um = 11400
grt.total_usage_pct = 14.30
grt_overflow = 0
grt_pass1_vias = 2418

[place]
globalplace.congestion = 0.8553
dp.final_hpwl_um = 5224
io_buffer_count = 55
pre_cts_ws_ns = 7.282

[critical_path]
endpoint_kind = "flop"
critPathArrivalTime_ns = 5.39
worstSetupStartpointType = "primary input"
required_ns = 12.98
critPathKind = "primary input to flop"
critical_path_peak_fanout = 5

[status]
status = "finished clean"

[min_path]
hp-class = "flop to flop"
## final timing paths
check,from,end,slack [ns],cells after the start
worst max-delay path,io_sample[0],sum[26]$_SDFF_PP0_,7.59,12
worst min-delay path,cnt[0]$_SDFF_PP0_,cnt[0]$_SDFF_PP0_,0.51,1
worst max register to register,sum[0]$_SDFF_PP0_,sum[26]$_SDFF_PP0_,10.03,11
worst min register to register,cnt[0]$_SDFF_PP0_,cnt[0]$_SDFF_PP0_,0.51,1
## power breakdown
group,switching [mW],total [mW],internal [mW]
clock network,0.0381,0.0820,0.0439
registers,0.00564,0.115,0.109
logic,0.0752,0.145,0.0702
## critical path, stage by stage
cell	delay, ns
clkdlybuf4s50_1	0.48
ha_1	0.20
inv_1	0.07
fa_1	0.41
nor2b_4	0.13
o21a_2	0.14
o21a_4	0.15
o2111ai_2	0.12
a211o_1	0.40
a2111oi_4	0.38
o21ai_1	0.09
a32o_1	0.25
## routing by layer
| metal | vias up | global-route usage, % |
|---|---|---|
| met4 | 0 | 2.715 |
| met3 | 10 | 2.001 |
| met2 | 58 | 21.85 |
| met5 | - | 0 |
| li1 | 1342 | - |
| met1 | 1176 | 21.91 |
## kinds of logic after synthesis
logic type | after synthesis | share of synthesized area, %
and+or+nand+nor | 111 | 19.21
xor gates and xnor gates | 19 | 5.859
AOI/OAI and AO/OA | 113 | 27.67
adders and majority gates | 30 | 13.48
buffers and inverters | 51 | 10.18
muxes | 3 | 1.057
DFF | 32 | 22.55
## cells in the final DEF (no fill, tap or decap), types with 6 or more instances in the layout
master and instances:
nor3_1 10, ha_1 29, a21o_1 10, xor2_1 7, a211oi_1 8, clkbuf_8 6
and3_1 7, nor2_1 17, dfxtp_1 32, nand4_1 6, xnor2_1 12, nand3_1 9
nand2_1 42, clkdlybuf4s50_1 55, a21oi_1 41, o21ai_0 13, inv_1 10
## synth_stat cells, drive strengths merged (2+ instances only)
library cell   n
nand2         42
a21oi         41
dfxtp         32
buf           29
ha            29
nor2          17
o21ai         15
xnor2         12
clkbuf        11
a211oi        10
a21o          10
inv           10
nor3          10
nand3          9
and3           7
xor2           7
nand4          6
nor2b          6
o21a           6
o211ai         4
or3            4
a2111oi        3
a211o          3
a22o           3
mux2i          3
o21bai         3
a31oi          2
a32oi          2
nand2b         2
nor4b          2
o2111ai        2
o221ai         2
o41ai          2
## metrics by stage
step	utilization (%)	instances	hold slack [ns]	cell area (um^2)	total power [mW]
finish	36.91	496	0.5061	3395	0.3421
global route	36.91	496	0.5156	3395	0.3672
CTS	36.91	496	0.5005	3395	0.3465
detailed placement	35.93	488	0.4901	3304	0.2613
global placement	35.93	488	0.4723	3304	0.2609
floorplan	-	359	0.4495	2840	0.2226
## registers in the layout, indices dropped and copies added (netlist names)
| name | flops |
|---|---|
| cnt | 4 |
| sum | 28 |
## area by class of cell
| class | instances | area (um^2) |
|---|---|---|
| fillers | 954 | 5802 |
| multi-input cells | 276 | 1911 |
| flip-flops and latches | 32 | 640.6 |
| repair buffers | 58 | 573.1 |
| well taps | 111 | 138.9 |
| clock buffers | 8 | 90.09 |
| inverters | 11 | 41.29 |
Power and IR drop assume default switching activity.
